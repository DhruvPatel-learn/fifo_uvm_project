[./design.v]
module fifo #(
    parameter int DATA_WIDTH = 8,
    parameter int DEPTH = 16,
    parameter int ADDR_WIDTH = $clog2(DEPTH)
) (
    input  logic                    clk,
    input  logic                    rst_n,
    input  logic                    wr_en,
    input  logic                    rd_en,
    input  logic [DATA_WIDTH-1:0]   data_in,
    output logic [DATA_WIDTH-1:0]   data_out,
    output logic                    full,
    output logic                    empty
);
    logic [DATA_WIDTH-1:0] mem [0:DEPTH-1];
    logic [ADDR_WIDTH:0]   wr_ptr;
    logic [ADDR_WIDTH:0]   rd_ptr;
    logic [ADDR_WIDTH:0]   count;
    always_ff @(posedge clk or negedge rst_n) begin
        if (!rst_n) begin
            wr_ptr <= '0;
            rd_ptr <= '0;
            count  <= '0;
        end else begin
            if (wr_en && !full) begin
                wr_ptr <= wr_ptr + 1;
                count  <= count + 1;
            end
            if (rd_en && !empty) begin
                rd_ptr <= rd_ptr + 1;
                count  <= count - 1;
            end
            if (wr_en && rd_en && !full && !empty) begin
                count <= count;  
            end
        end
    end
    always_ff @(posedge clk) begin
        if (wr_en && !full) begin
            mem[wr_ptr[ADDR_WIDTH-1:0]] <= data_in;
        end
    end
    assign data_out = mem[rd_ptr[ADDR_WIDTH-1:0]];
    assign full  = (count == DEPTH);
    assign empty = (count == 0);
endmodule
[./run.sh]
#!/bin/bash
# OpenROAD 26Q1-2900-gdf79404cd8, Yosys 0.63+post, stock flow scripts
make -C /OpenROAD-flow-scripts/flow DESIGN_CONFIG=/design/flow/config.mk WORK_HOME=/design/flow/orfs finish
[./config.mk]
export PLATFORM = sky130hd
export DESIGN_NAME = fifo
export DESIGN_NICKNAME = fifo
export VERILOG_FILES = /design/flow/design.v
export SDC_FILE = /design/flow/constraint.sdc
export NUM_CORES = 4
export LEC_CHECK = 1
export CORE_UTILIZATION = 30
[./constraint.sdc]
current_design fifo

set clk_period 4.9
set clk_io_pct 0.2

create_clock -name clk0 -period $clk_period [get_ports {clk}]

set non_clock_inputs [all_inputs -no_clocks]
set_input_delay [expr $clk_period * $clk_io_pct] -clock clk0 $non_clock_inputs
set_output_delay [expr $clk_period * $clk_io_pct] -clock clk0 [all_outputs]
==> results.toml <==
# generated from flow reports
[status]
outcome = "finished, final reports clean"

[final_layout]
drive_gt1_share_pct = 22.9
syn_to_final_growth_pct = 17.0
final_cell_mix = "edfxtp_1, mux4_2, clkdlybuf4s50_1, clkbuf_16, and2_1"
finalCoreUtilization_pct = 36.2
nFillCells = 1750
final_cells = 583
ff_latch_area_um2 = 4170
layout.cells.most_common = "edfxtp_1"
layout.area.comb_um2 = 1550
stdcell_area_um2 = 6830

[timing]
hold_violations = 0
fin_skew_ns = 0.00650
rsz0062_at_grt = "false"
slew_headroom_pct = 45.1
finalMaxSlewViolations = 0
setup_violations = 0
fin_crit_ns = 3.90
tightest_slew_ns = 0.823
finalCritPeriodShare_pct = 79.7
fmax_mhz = 256
final.setup.tns_ns = 0

[worst_hold_path]
holdPathStages = 1
hp-class = "reg -> reg"

[run]
tool_warnings = 28
cap_violations = 0

[synth]
ys_types = 40
ys_cells = 286
yosys_warnings = 1
flop_cell = "edfxtp_1"
synthCells = 286
synth-seq-cells = 141
ys_chip_area_um2 = 5840
syn_area_um2 = 5840
async_flop_share_pct = 9.22
yosysSeqAreaShare_pct = 71.4
avgSynthCellArea_um2 = 20.4
edf_count = 128

[placement]
postPlaceCellArea_um2 = 6300
dpl.hpwl_um = 6440
numPortBuffers = 21
routabilityCongestion = 0.789
placed_cells = 551

[worst_setup_path]
reg2reg_depth = 9
cpLargestDelayFamily = "multiplexers"
critPathCapture = "data_out[1]"
cp_common_cell = "mux4_2"
crit_cells = 4
critPathRequiredTime_ns = 3.92
startpoint = "rd_ptr[0]"
worstPathArrival_ns = 2.92
rr_startpoint = "count[1]"
start_kind = "flip-flop"
crit_fanout = 18
path_buffers = 2
crit_type = "reg -> out"
rrSetupSlack_ns = 1.92
r2r_end = "count[4]"
slowest_delay_ns = 0.76
slowest_stage = "dfrtp_2"
crit_chain = "buf_12 -> mux4_2 -> mux4_2 -> clkdlybuf4s50_1"
worst_setup_path_end_kind = "output pin"

[clocking]
cts_tree = "yes"
htreeDepth = 4
ctsHoldBuffers = 0
postCtsResizedCells = 0
cts_sinks = 141
clkTransAtPathRegs_ns = 0.05
cts_buffer_depth = 2
cts_setup_buffers = 0
cts_root_buf = "clkbuf_16"
cts_buffers = 17
clock_insertion_delay_worst_skew_ns = 0.41

[global_routing]
antenna_found_initial = 0
grtUsageTotal_pct = 12.5
grt_pass1_wl_um = 17000
grt_overflow_total = 0
grt_pass1_vias = 2989
grt_max_degree = 36

[floorplanning]
coreArea_um2 = 18900
die_height_um = 142
pin_count = 22
initCoreUtil_pct = 30.9
chip_area_um2 = 20000
fp-row-count = 50
die_w_um = 142

[drt]
drc = 0
wl_per_cell_um = 19.1
vias = 2776
postRouteAntennaNets = 0
wirelength_um = 11100
firstDrtPassIters = 4
antenna_cells = 0
drt-vias-per-instance = 4.76
dr.first_iter.drc_count = 151

[power_and_ir_drop]
leakage_nw = 2.20
ir_drop_mv = 0.231
finalPower_mw = 3.90
p_per_area_nw_per_um2 = 572
worst min path at each step:
stage | from | end
4_1_cts | wr_ptr[3] | wr_ptr[3]
5_1_grt | count[0] | count[0]
6_report | wr_ptr[3] | wr_ptr[3]
cell type report:
type	instances	area share (%)
Inverter	4	0.220
Multi-Input combinational cell	123	22.7
Clock inverter	14	1.52
Sequential cell	141	61.0
Timing Repair Buffer	23	3.48
Clock buffer	18	6.28
Tap cell	260	4.76
through the flow:
step                      setup slack (ns)  hold WS [ns]
after CTS                            0.895         0.584
after floorplan                       2.18         0.528
after global placement                1.22         0.561
final                                0.997         0.584
after global routing                 0.811         0.643
after detailed placement              1.14         0.573
worst reg2reg max path, stage by stage, from the launching register on:
cell	delay (ns)
dfrtp_1	0.47
or4_1	0.73
nor2_4	0.16
nor2b_1	0.16
fa_1	0.44
a21o_1	0.20
a21oi_1	0.32
nor2b_1	0.09
a211oi_1	0.21
a221oi_1	0.07
synth_stat cells, types with 2 or more instances:
| library cell | n | area [um^2] |
|---|---|---|
| nor2_1 | 3 | 11.3 |
| and2_1 | 13 | 81.3 |
| nand2_1 | 7 | 26.3 |
| ha_1 | 8 | 100 |
| buf_1 | 4 | 15.0 |
| and4_1 | 4 | 35.0 |
| o31ai_1 | 2 | 15.0 |
| buf_6 | 4 | 45.0 |
| mux4_2 | 40 | 901 |
| xnor2_1 | 8 | 70.1 |
| clkbuf_1 | 7 | 26.3 |
| o21ai_0 | 2 | 10.0 |
| nand4_1 | 2 | 12.5 |
| a211oi_1 | 3 | 22.5 |
| buf_2 | 2 | 10.0 |
| a221oi_1 | 3 | 26.3 |
| xor2_1 | 2 | 17.5 |
| a21oi_1 | 3 | 15.0 |
| inv_1 | 4 | 15.0 |
| edfxtp_1 | 128 | 3840 |
| mux2i_1 | 3 | 30.0 |
| dfrtp_1 | 13 | 325 |
| nor2b_1 | 3 | 18.8 |
| a21o_1 | 2 | 15.0 |
sequential cells by signal, indices dropped and copies added (netlist names):
signal and count:
count 5, wr_ptr 4, rd_ptr 4, mem 128
metal layers:
metal	share of wire [%]	wire length, um	GRT usage [%]
met5	0	0	0
met4	1.5	170	2.21
met3	13	1450	8.39
met2	49	5480	19.3
met1	36	4040	15.3
power breakdown:
group / internal [mW] / switching [mW]
sequential: 1.48 / 0.186
combinational: 0.647 / 0.456
clock: 0.685 / 0.454
cells by family after synthesis:
kind of cell | after synthesis | synth area share, %
and+or+nand+nor | 39 | 4.20
AOI/OAI and AO/OA | 21 | 2.59
muxes | 44 | 16.2
xor gates and xnor gates | 10 | 1.50
buffers and inverters | 22 | 2.04
DFF | 141 | 71.4
adders and majority gates | 9 | 2.06
Power and IR drop assume default switching activity.
